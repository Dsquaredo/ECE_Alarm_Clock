==> flow/config.mk <==
export PLATFORM = sky130hd
export DESIGN_NAME = time_count
export DESIGN_NICKNAME = time_count
export VERILOG_FILES = /design/flow/design.v
export SDC_FILE = /design/flow/constraint.sdc
export NUM_CORES = 4
export LEC_CHECK = 1
export CORE_AREA = 10 10 86 86
export DIE_AREA = 0 0 96 96
==> flow/constraint.sdc <==
current_design time_count

set clk_period 4.2
set clk_io_pct 0.2

create_clock -name clk0 -period $clk_period [get_ports {clk_1hz}]

set non_clock_inputs [all_inputs -no_clocks]
set_input_delay [expr $clk_period * $clk_io_pct] -clock clk0 $non_clock_inputs
set_output_delay [expr $clk_period * $clk_io_pct] -clock clk0 [all_outputs]
==> flow/design.v <==
module time_count(
    input clk_1hz,
    input reset,              
    output reg [5:0] seconds,
    output reg [5:0] minutes,
    output reg [4:0] hours
);
    always @(posedge clk_1hz or posedge reset) begin
        if (reset) begin
            seconds <= 0;
            minutes <= 0;
            hours <= 0;
        end else begin
            if(seconds == 59) begin
                seconds <= 0;
                if(minutes == 59) begin
                    minutes <= 0;
                    if(hours == 23) begin
                        hours <= 0;
                    end else begin
                        hours <= hours + 1;
                    end
                end else begin
                    minutes <= minutes + 1;
                end
            end else begin
                seconds <= seconds + 1;
            end
        end
    end
endmodule
==> flow/run.sh <==
#!/bin/bash
# OpenROAD 26Q1-2900-gdf79404cd8, Yosys 0.63+post, stock flow scripts
make -C /OpenROAD-flow-scripts/flow DESIGN_CONFIG=/design/flow/config.mk WORK_HOME=/design/flow/orfs finish
==> results_slide.txt <==
Implementation Results

Outcome
  • Outcome: completed

Setup path
  • Buf+Inv Stages, Crit Path: 1
  • CP Launch Type: register
  • Setup crit end kind: output pin
  • Crit path DRT: between 3000 and 4000 ps
  • Worst-path cell chain: clkdlybuf4s50_1
  • Reg-to-Reg Start: seconds[0]
  • Slowest stage delay, CP: 540 ps
  • Crit path arrival time: ~1300 ps
  • Slowest CP cell: clkdlybuf4s50_1
  • Critical Path Fanout Max: 9
  • WS Path Type: register to output pin
  • CP delay by family, top: buffers and inverters
  • Crit path launch: minutes[2]

STA
  • Worst-margin pin slew: approximately 670 ps
  • Crit path time final: between 2000 and 2500 ps
  • Relative slew slack: a little under three fifths
  • Setup TNS: 0 ps
  • Fmax: approximately 0.47 GHz
  • Final period utilization: approximately 50%
  • Worst Skew: ~9.3 ps
  • Slew Viols, Final: 0
  • Final setup vio count: 0
  • RSZ-0062 raised after global routing: false
  • Hold Fails Final Rpt: 0

Synthesis
  • Commonest cells in the netlist: dfrtp_1 (17), nand2_1 (10), o21ai_0 (7)
  • FFs w/ async S/R, synth: 100%
  • Biggest area cells: dfrtp_1 (48%), ha_1 (4.2%), nand2_1 (4.2%), o21ai_0 (4.0%), mux2_2 (2.5%)
  • Yosys top cell by instances: dfrtp_1
  • Yosys stat area: around 900 µm²
  • Dominant cell area share: roughly half
  • Count of library flops with an enable pin: 0
  • Post-synth top area cell: dfrtp_1
  • Synth Seq Share: around half
  • Synth Area per Inst: 10.5 µm²
  • Yosys stat cell total: ~84
  • Mapped cell area: between 800 and 900 µm²
  • Yosys cell types: 31
  • Main flop type: dfrtp_1
  • Yosys reg bits: 17
  • Synthesized instance count: approximately 84
  • YS warnings: 1

Power and ir drop
  • Lkg Pwr: between 0.4 and 0.5 nW
  • Peak VDD IR: about 0.10 mV
  • Seq pwr share: 56.1%
  • Total power: between 0.2 and 0.3 mW
  • Clock share of power: between 40% and 50%
  • Switching Share: 21.1%
  • P_int: between 0.2 and 0.25 mW
  • PwrDens: roughly 250 mW/mm²
  • Comb power frac: 1.4%
  • Switching power: around 0.061 mW

Routing
  • Diode count: 0
  • Vias per Instance: slightly below 4
  • Pre-antenna DRT Iters: 4
  • Wirelength per Cell: 11.5 µm
  • Routed via count: 682
  • # DRC: 0
  • Final wirelength: 2020 µm
  • Antenna Nets Post-Route: 0
  • Detailed Route Iter0 Violations: 18

Global routing
  • M3 GR Usage: ~2.8%
  • Most Crowded Layer GR: met2
  • GRT Total Usage: around 4.7%
  • Global-route wire length before repair: between 3000 and 4000 µm
  • Global route overflow: 0
  • GR Util met1: ~6.4%
  • Antenna violations before repair: 0
  • Vias in the first global route: ~670
  • M2 GR Usage: approximately 6.5%
  • Pin count of the biggest net entering global routing: 18

Layout
  • Util after Layout: 21.5%
  • Share of cells above drive strength 1: between 10 and 15%
  • Area grow syn2layout: 34.3%
  • Post-route insts no fill: approximately 180

Place
  • # port buffers: 18
  • DP HPWL: ~1500 µm
  • Cells after DPL: roughly 170
  • Final weighted congestion in routability-driven placement: 0.776

Clocking
  • Post-CTS Setup Inserts: 0
  • Hold_buf cts: 0
  • Clock H-tree levels: 1
  • CTS tree: built
  • CTS clk-pin slew, worst paths: 70 ps
  • Clock root buffer: clkbuf_8
  • Clk sinks: 17
  • Max Buffers Root-to-Sink: 2
  • Post-CTS sizing: 0
  • Latency at later pin: about 250 ps
  • CTS Buf Count: 3

Min path
  • Hold Crit Class: register to register
  • Worst Min Path Start: hours[4]

Floorplan
  • Core Rows: 27
  • Die Ht: about 96 µm
  • Io pins: 19
  • Die width: ~96 µm
  • FP Core Util: roughly 16%
  • Core Region: 0.00554 mm²
  • Die area: just over 0.009 mm²

Run
  • Stage-log warning count: 25
  • Max Cap Viol: 0
-- path summary, 6_finish.rpt --
check / end / slack (ps) / cells after the start
worst max-delay path: minutes[2] / 2050 / 1
worst min register to register: hours[4] / 500 / 1
worst max register to register: hours[3] / 2330 / 5
worst min-delay path: hours[4] / 500 / 1
max in group asynchronous: hours[0] / 2780 / 2
min in group asynchronous: hours[2] / 980 / 2
-- layout by cell type (no fill, tap or decap) --
master	count
clkdlybuf4s50_1	18
dfrtp_1	17
nand2_1	10
o21ai_0	7
nor2_1	6
nand3_1	4
nand2b_1	3
nand4_1	3
inv_1	3
o211ai_1	3
ha_1	3
clkbuf_8	3
mux2i_1	2
nor3_1	2
xnor2_1	2
mux2_2	2
nand4_2	1
nand3_4	1
nor4_4	1
and3_2	1
o41ai_1	1
o311ai_0	1
or2_2	1
a31oi_1	1
and4b_2	1
a21o_1	1
and4_1	1
a22o_1	1
and4b_1	1
nand3b_1	1
mux2_1	1
clkinv_2	1
-- registers in the layout (all words and copies together) (netlist names) --
signal and count:
hours 5, seconds 6, minutes 6
-- metal layers --
metal	part of all wire, %	vias to the layer above	routed length (µm)
met5	0	-	0
met4	0	0	0
met3	11	0	225
met2	39	15	797
met1	49	320	997
li1	-	347	-
-- layout make-up --
type,count,area (µm²)
Multi-Input combinational cell,62,437
Tap cell,72,90.1
Sequential cell,17,425
Clock buffer,3,41.3
Inverter,3,11.3
Fill cell,615,4350
Timing Repair Buffer,18,180
Clock inverter,1,5.00
-- cell families (layout without fill, tap and decap cells) --
logic type | after synthesis | after routing | share of synthesized area [%]
flip-flops | 17 | 17 | 48.0
AND/OR/NAND/NOR | 37 | 37 | 26.0
XOR/XNOR | 2 | 2 | 1.98
adder cells (fa/ha/maj) | 3 | 3 | 4.24
AND-OR/OR-AND | 15 | 15 | 11.0
buffers and inverters | 5 | 25 | 2.68
multiplexers | 5 | 5 | 6.07
-- power groups by stage --
stage	combinational (mW)	sequential [mW]	clock (mW)
6_report	0.00414	0.164	0.124
4_1_cts	0.00459	0.164	0.129
5_1_grt	0.00503	0.164	0.139
-- stage by stage --
| stage | instance area (µm²) | hold slack (ps) | setup WS [ps] |
|---|---|---|---|
| final | 1190 | 499 | 2050 |
| after global routing | 1190 | 538 | 1980 |
| after CTS | 1190 | 511 | 2020 |
| after detailed placement | 1140 | 501 | 2300 |
| after global placement | 1140 | 490 | 2310 |
| after floorplan | 886 | 443 | 2520 |
Power figures rest on the tool's default switching activity, not on a simulated workload.
