==> flow/design.v <==
module alarm_set(
    input clk,
    input reset,               
    input alarm_mode,       
    input inc_hours,
    input inc_minutes,
    input inc_seconds,
    output reg [4:0] alarm_hours,
    output reg [5:0] alarm_minutes,
    output reg [5:0] alarm_seconds
);
    always @(posedge clk or posedge reset) begin
        if (reset) begin
            alarm_hours <= 0;
            alarm_minutes <= 0;
            alarm_seconds <= 0;
        end else if (alarm_mode) begin
            if (inc_hours) begin
                if (alarm_hours == 23)
                    alarm_hours <= 0;
                else
                    alarm_hours <= alarm_hours + 1;
            end
            if (inc_minutes) begin
                if (alarm_minutes == 59)
                    alarm_minutes <= 0;
                else
                    alarm_minutes <= alarm_minutes + 1;
            end
            if (inc_seconds) begin
                if (alarm_seconds == 59)
                    alarm_seconds <= 0;
                else
                    alarm_seconds <= alarm_seconds + 1;
            end
        end
    end
endmodule
==> flow/run.sh <==
#!/bin/bash
# OpenROAD 26Q1-2900-gdf79404cd8, Yosys 0.63+post, stock flow scripts
make -C /OpenROAD-flow-scripts/flow DESIGN_CONFIG=/design/flow/config.mk WORK_HOME=/design/flow/orfs finish
==> flow/config.mk <==
export PLATFORM = sky130hd
export DESIGN_NAME = alarm_set
export DESIGN_NICKNAME = alarm_set
export VERILOG_FILES = /design/flow/design.v
export SDC_FILE = /design/flow/constraint.sdc
export NUM_CORES = 4
export LEC_CHECK = 1
export CORE_AREA = 10 10 87 87
export DIE_AREA = 0 0 97 97
==> flow/constraint.sdc <==
current_design alarm_set

set clk_period 1.7
set clk_io_pct 0.2

create_clock -name clk0 -period $clk_period [get_ports {clk}]

set non_clock_inputs [all_inputs -no_clocks]
set_input_delay [expr $clk_period * $clk_io_pct] -clock clk0 $non_clock_inputs
set_output_delay [expr $clk_period * $clk_io_pct] -clock clk0 [all_outputs]
==> impl_metrics.py <==
# Physical implementation metrics
metrics = {
    "run_status": {
        "outcome": "finished clean",
    },
    "placed_design": {
        "postPlaceCellArea_sq_mm": 0.00117,
        "routabilityCongestion": 0.776,
        "number_of_port_buffers": 22,
        "dp_hpwl_mm": 1.62,
    },
    "global_route": {
        "first_global_vias": 682,
        "grt_pass1_wl_mm": 3.39,
        "global_route.peak_usage_layer": "met2",
        "global_route.usage.met2": 0.0634,
        "use_met3": 0.0201,
        "antenna_violations_before_repair": 0,
        "global_route.overflow_total": 0,
        "groute.layer.met1.usage": 0.0556,
        "grt_max_degree": 18,
        "globalRouteTotalUtil": 0.0423,
    },
    "finish": {
        "fraction_of_final_layout_cells_with_drive_strength_greater_than_1": 0.0924,
        "layout.cells.most_common": "nand2_1",
        "layout.cells.most_common_list": "24 x nand2_1, 22 x clkdlybuf4s50_1, 17 x dfrtp_1, 8 x o21ai_0, 6 x nor2_1",
        "postLayoutCellArea_sq_mm": 0.00122,
        "area_delta_synth_final_pct": 44.6,
    },
    "synthesis": {
        "postSynth.topFlopCell": "dfrtp_1",
        "synth_cells": 91,
        "ffs_w_async_s_r_synth": 1.00,
        "cell_area_after_synthesis_sq_um": 842,
        "post_synth_ao_oa_area_fraction": 0.144,
        "yosysChipArea_sq_um": 842,
        "area_leaders": "dfrtp_1 51%, nand2_1 11%, o21ai_0 4.8%",
        "synth_top_area_share": 0.505,
        "simple_gate_area_frac": 0.263,
        "synth.comb.largest_family": "simple AND/OR/NAND/NOR gates",
        "synth_flops": 17,
        "sequential_fraction_of_the_synthesis_area": 0.505,
        "synth_top_cell_by_area": "dfrtp_1",
        "synthesis.area_per_instance_sq_um": 9.25,
        "ys_sh_mux": 0.0134,
        "post_synth_xor_area_fraction": 0.0208,
        "ys_warn_count": 1,
        "cell_total_in_the_yosys_stat_output": 91,
        "enable_flop_cells": 0,
        "synth_cell_type_count": 28,
        "ys_sh_adder": 0.0446,
    },
    "pwr": {
        "power_switching_w": 0.000501,
        "internal_power_w": 0.00107,
        "power.ir.vdd_worst_v": 0.000684,
        "power-per-cell-area_mw_per_mm2": 1290,
        "seq_power_share": 0.481,
        "combPwrFrac": 0.327,
        "cellLeakagePower_nw": 0.509,
        "power.share.switching": 0.318,
        "power.share.clock": 0.191,
        "report.power.total_w": 0.00157,
    },
    "clock_tree": {
        "clock_sinks": 17,
        "hold_buffers": 0,
        "clock-root-buffer": "clkbuf_8",
        "clock_slew_at_reported_path_ffs_ns": 0.07,
        "maximum_number_of_buffers_from_clock_root_to_sink": 2,
        "post_cts.resized_instances": 0,
        "htree_levels": 1,
        "cts_inserted_buffers": 3,
        "tritoncts": "built",
        "worstSkewPairLatency_ns": 0.25,
        "post_cts.repair.setup_buffers": 0,
    },
    "critical_path": {
        "criticalPathCategory": "flip-flop to output pin",
        "setup.worst_path.start_class": "flip-flop",
        "worstSetupEndpointType": "output pin",
        "worstPathRequired_ns": 1.36,
        "cp_slowest_stage_delay_ns": 0.53,
        "cp_slowest_cell": "clkdlybuf4s50_1",
        "crit_chain": "clkdlybuf4s50_1",
        "crit_path_max_fanout": 7,
        "buf_inv_stages_crit_path": 1,
        "cp.arrival_ns": 1.25,
        "critPathTopFamily": "buffers and inverters",
    },
    "floorplan": {
        "design.core.area_sq_mm": 0.00564,
        "floorplan.die.height_um": 97,
        "chip_area_sq_mm": 0.00941,
        "fp_util": 0.149,
        "row_count": 27,
        "die_width_um": 97,
        "ioPinCount": 23,
    },
    "flow_run": {
        "max_cap_viol_count": 0,
        "stage_log_warnings": 25,
    },
    "sta": {
        "hold_viol_final": 0,
        "setup_tns_ns": 0,
        "tightestPinTransition_ns": 0.426,
        "slew-limit-headroom": 0.714,
        "timing.final.setup_violations": 0,
        "finalCriticalPeriod_ns": 1.59,
        "max_slew_violation_count": 0,
        "hold_slack_ns": 0.392,
        "fin_crit_sh": 0.934,
        "rsz_0062_raised_after_global_routing": "false",
        "max_clock_freq_ghz": 0.630,
        "fin_skew_ns": 0.00410,
    },
    "routing": {
        "drt_pass1_iterations": 4,
        "num_vias": 723,
        "drcViolationCount": 0,
        "route.detailed.vias_per_inst": 3.79,
        "route.antenna.diode_count": 0,
        "avgRoutedWirePerCell_um": 11.1,
        "antenna_violating_nets_post_route": 0,
        "first_iter_violations": 44,
        "routed_wl_mm": 2.12,
    },
    "worst_hold_path": {
        "worst_hold_path_type": "input port to async pin",
    },
}
area by class of cell:
| type | count | area (sq um) |
|---|---|---|
| Clock inverter | 1 | 5.00 |
| Tap cell | 72 | 90.1 |
| Fill cell | 598 | 4420 |
| Clock buffer | 3 | 41.3 |
| Timing Repair Buffer | 25 | 243 |
| Multi-Input combinational cell | 72 | 409 |
| Inverter | 1 | 3.75 |
| Sequential cell | 17 | 425 |
state kept, by name, summed over array words and instances (netlist names):
signal / count
alarm_hours: 5
alarm_minutes: 6
alarm_seconds: 6
synthesized netlist by cell type (2+ instances only):
master,n
nand2_1,24
o21ai_0,8
ha_1,3
a31oi_1,3
nand3_1,2
nor3_1,3
nor2_1,6
and2_1,2
nand4_1,4
dfrtp_1,17
a21o_1,2
worst paths after layout:
kind                                  startpoint               end  slack (ns)  cells past startpoint
max in group asynchronous                  reset    alarm_hours[4]        1.12                      3
worst max-delay path            alarm_minutes[3]  alarm_minutes[3]        0.11                      1
worst max register to register  alarm_minutes[0]  alarm_minutes[3]        0.19                      5
worst min-delay path                       reset  alarm_minutes[4]        0.39                      3
worst min register to register  alarm_seconds[4]  alarm_seconds[4]        0.54                      1
min in group clk0               alarm_seconds[4]  alarm_seconds[4]        0.54                      1
power groups by stage:
stage	Sequential, W	Clock (W)	Combinational [W]
after CTS	0.000760	0.000316	0.000535
after global routing	0.000794	0.000333	0.000585
final	0.000757	0.000301	0.000515
tightest hold or removal path: stages:
cell and delay, ns:
clkdlybuf4s50_1 0.39, inv_1 0.05, buf_4 0.23
cell families after synthesis:
logic type,after synthesis
DFF,17
adders and majority gates,3
xor gates and xnor gates,2
muxes,1
and+or+nand+nor,47
buffers and inverters,2
AOI/OAI and AO/OA,19
through the flow:
| stage | worst slack [ns] | instances | utilization |
|---|---|---|---|
| 3_3_place_gp | 0.111 | 187 | 0.208 |
| 3_5_place_dp | 0.0858 | 187 | 0.208 |
| 6_report | 0.113 | 191 | 0.216 |
| 5_1_grt | 0.0610 | 191 | 0.216 |
| 4_1_cts | 0.102 | 191 | 0.216 |
| 2_1_floorplan | 0.362 | 91 | - |
metal layers:
layer,wire length [um],vias up
li1,-,377
met1,1020,328
met2,928,16
met3,155,2
met4,18,0
met5,0,-
Power figures rest on the tool's default switching activity, not on a simulated workload.
