### flow/design.v
module parser (
    input logic [5:0] value, 
    output logic [3:0] ones, 
    output logic [3:0] tens  
);
    always_comb begin
        ones = value % 10;
        tens = (value / 10) % 10;
    end
endmodule
### flow/run.sh
#!/bin/bash
# OpenROAD 26Q1-2900-gdf79404cd8, Yosys 0.63+post, stock flow scripts
make -C /OpenROAD-flow-scripts/flow DESIGN_CONFIG=/design/flow/config.mk WORK_HOME=/design/flow/orfs finish
### flow/config.mk
export PLATFORM = sky130hd
export DESIGN_NAME = parser
export DESIGN_NICKNAME = parser
export VERILOG_FILES = /design/flow/design.v
export SDC_FILE = /design/flow/constraint.sdc
export NUM_CORES = 4
export LEC_CHECK = 1
export CORE_AREA = 10 10 70 70
export DIE_AREA = 0 0 80 80
### flow/constraint.sdc
current_design parser

set clk_period 2.4
set clk_io_pct 0.2

create_clock -name clk0 -period $clk_period

set non_clock_inputs [all_inputs -no_clocks]
set_input_delay [expr $clk_period * $clk_io_pct] -clock clk0 $non_clock_inputs
set_output_delay [expr $clk_period * $clk_io_pct] -clock clk0 [all_outputs]
==> Slide: Implementation Results <==
Implementation Results

Global routing
  – GRT Overall Usage: between 4 and 5%
  – Global-route wire length before repair: 2.270 mm
  – Gr ovfl total: 0
  – Via count of the first global-routing pass: 540
  – Number of antenna violations at the first check in global routing: 0
  – Largest net degree at the start of global routing: 19

STA
  – Achievable clock frequency: 0.3576 GHz
  – Final critical-path required period: 2.797 ns
  – Endpoints failing setup: 5
  – Setup repair after global routing missed its margin: true
  – Final sum of negative setup slack: -1.318 ns
  – Number of max-slew violations in the final report: 0
  – Fraction of the cycle the final worst path needs: 116.5%
  – Final setup margin: -0.3967 ns
  – Hold violation count in the final report: 0
  – WHS: 0.9600 ns

Yosys
  – Post-Syn Area: 401.6 um2
  – Syn. warnings: 1
  – Syn avg cell area: between 6 and 7 um2
  – Sequential area share after synthesis: 0%
  – YS chip area: between 400 and 500 um2
  – Mapped Cells: 66
  – # Cells Yosys: 66
  – Count of different cell masters after synthesis: 33

Detailed routing
  – Total Wirelength: 1.357 mm
  – Number of remaining DRC errors: 0
  – Vias: 577
  – Mean routed wirelength per cell: around 9.6 um
  – Antenna Diode Count: 0
  – Post-DRT Antenna Nets: 0
  – Initial DRC Count: about 44
  – Number of vias per cell after detailed routing: 4.063
  – Detailed-router iteration count before antenna repair: 4

Layout
  – Relative area change from synthesis to final layout: 100.9%
  – Share of post-route cells with drive strength above 1: 51.04%
  – Core utilization of the finished layout: between 20% and 30%
  – Number of clock-tree buffers in the layout: 0
  – Final instance area: 807.0 um2
  – Filler cells: 369
  – Most frequent standard cell in the layout excluding fill and tap cells: buf_4
  – Sequential cell count: 0
  – Most frequent cells in the layout: 24 x buf_4, 7 x a21oi_1, 5 x o21ai_0, 5 x nand2_1, 5 x buf_6
  – Combined area of the multi-input logic cells: 435.4 um2
  – Register cell area after layout: 0 um2

Power and ir drop
  – Cell-internal power: 104.7 uW
  – Proportion of power drawn by the clock network: 0%
  – Leakage power of the design: 0.3384 nW
  – Logic gate share of total power: about 100%
  – Net switching power of the design: between 70 and 80 uW
  – Worst-case vdd ir drop: 0.07826 mV
  – Power density over the cells: 220.7 mW/mm2
  – Portion of total power attributed to sequential cells: 0%
  – Switching part of the total: between 40% and 50%

Die
  – Die ar.: between 0.006 and 0.007 mm2
  – CORE AREA: 0.003416 mm2
  – Height of the chip: about 80 um
  – Cell row count: 21
  – Starting Density: a little under an eighth
  – Number of top-level design ports: 14
  – Die extent in x: 80 um

Setup path
  – Critical path data arrival time: 2.32 ns
  – CP endpoint kind: output port
  – Required time of the critical path: 1.92 ns
  – Kind of start point of the critical path: primary input
  – Critical path fanouts, max: 4
  – Category of the most critical setup path: primary input to output port
  – Crit path max-delay cell type: ha_4
  – Worst path max stage delay: 0.28 ns
  – Cell family with the largest share of critical-path delay: simple AND/OR/NAND/NOR gates
  – Worst Path Buf+Inv: 3
  – Total number of cells along the worst setup path: 12
  – Worst Setup EP: ones[3]
  – Beginning of the critical path: value[4]
  – Critical path cell sequence: buf_6 > or2_4 > ha_4 > and2b_2 > a21oi_2 > a21o_1 > buf_6 > xnor2_4 > ha_4 > a31oi_2 > xor2_1 > buf_2

Status
  – Result of the run: complete, but fails checks
  – Violations in the final reports: negative setup slack

Flow run
  – Max Cap Violations: 0
  – Tool warnings: 35

Min path
  – Hold-critical path depth: 0
  – Worst hold start: value[0]
  – Tightest Hold Check Type: primary input to output port

Clock network
  – Total of hold buffers inserted after clock tree synthesis: 0

Placed design
  – Total cell area at the placement stage: 680.7 um2
  – PortBufs: 11
  – Post-DP HPWL: 955.2 um
  – Routability congestion estimate: 0.8447
==> Yosys cell counts <==
cell	n	area (um2)
or2_1	1	6.260
o21ai_0	5	25.02
a21boi_1	1	7.510
a21o_1	1	7.510
o22ai_1	2	12.51
nand2_1	5	18.77
xnor2_1	1	8.760
a22oi_2	1	12.51
o221ai_1	1	8.760
o21ai_1	1	5.000
xor2_1	1	8.760
o311ai_1	1	8.760
or4b_1	1	10.01
nand4_1	1	6.260
a221oi_1	1	8.760
nand3_1	3	15.01
and2b_1	1	7.510
a31oi_2	1	12.51
o21a_1	2	15.01
clkbuf_1	1	3.750
a21oi_1	9	45.04
buf_4	2	15.01
a311oi_1	1	8.760
ha_1	2	25.02
nor2_1	4	15.01
inv_2	1	3.750
buf_2	4	20.02
nor4_1	1	6.260
nand2b_1	4	25.02
conb_1	1	3.750
o21bai_1	1	7.510
inv_1	3	11.26
and3_1	1	6.260
==> kinds of logic (layout without fill, tap and decap cells) <==
family	Yosys count	after routing	synth area share, %
compound gates	28	28	46.10
xor+xnor	2	2	4.362
simple gates	22	22	28.97
buf+inv	11	41	13.39
fa+ha+maj	2	2	6.230
other cells	1	1	0.9337
==> routing by layer <==
metal	vias up	wire length [um]	track usage, %
li1	300	-	-
met1	269	695	5.680
met2	8	626	6.581
met3	0	34	0.4545
met4	0	0	0.5282
met5	-	0	0
==> worst min-delay path by stage <==
stage	endpoint
4_1_cts	ones[0]
6_report	ones[0]
5_1_grt	ones[0]
==> per-stage QoR <==
step	setup WS [ns]	total power, mW	std cells
2_1_floorplan	-0.1687	0.07505	66
3_3_place_gp	-1.076	0.1471	133
3_5_place_dp	-1.107	0.1482	133
4_1_cts	-0.4644	0.1641	140
5_1_grt	-0.4987	0.1971	142
6_report	-0.3967	0.1781	142
==> power by group through the flow <==
stage     sequential, mW  clock (mW)  combinational (mW)
4_1_cts                0           0               0.164
5_1_grt                0           0               0.197
6_report               0           0               0.178
==> area by class of cell <==
type / count / area share, %
multi-input cells: 55 / 53.95
repair buffers: 37 / 37.05
well taps: 46 / 7.132
inverters: 4 / 1.860
==> repair_timing <==
action,4_1_cts,5_1_grt
setup endpoints to repair,6,5
gates resized,34,4
buffers inserted,10,2
pin swaps,12,8
endpoints found under the hold margin,0,0
No activity file was given, so power comes from the tool's default toggle rates.
